==> ./design.v <==
module bit_find_index #(ALLOC=0) (
  input [63:0] sel,
  output [5:0] dout,
  output hasany
  );
  wire [7:0] tmp1;
  wire [2:0] lo;
  wire [2:0] hi;
  wire [7:0][2:0] lo0; 
  generate
    genvar a,b;
    if (ALLOC) begin : ALLOC_IN
        for(a=0;a<8;a=a+1) begin
                wire [7:0] tmp2;
                wire [7:0] dummy2;
                assign tmp1[a]=|sel[8*a+:8];
                assign {tmp2,dummy2}=255<<a;
            for(b=0;b<8;b=b+1) begin
                assign lo0[b]=tmp2==sel[8*b+:8] ? a[2:0] : 3'bz;
            end
            assign lo0[a]=sel[8*a+:8]==8'b0 ? 3'b0 : 3'bz;
            assign lo=hi==a ? lo0[a] : 3'bz;
            assign hi=tmp2==tmp1 ? a[2:0] : 3'bz;
        end
    end else begin : SHEDULE_IN
        for(a=0;a<8;a=a+1) begin
                wire [7:0] tmp2;
                wire [7:0] tmp3;
                wire [7:0] dummy2;
                wire [7:0] dummy3;
                assign tmp1[a]=|sel[8*a+:8];
                assign {tmp2,dummy2}=255<<a;
                assign {dummy3,tmp3}=255*256>>a;
            for(b=0;b<8;b=b+1) begin
                assign lo0[b]=tmp2==sel[8*b+:8] ? a[2:0] : 3'bz;
            end
            assign lo0[a]=sel[8*a+:8]==8'b0 ? 3'b0 : 3'bz;
            assign lo=hi==a ? lo0[a] : 3'bz;
            assign hi=tmp3==tmp1 ? a[2:0] : 3'bz;
        end
    end
  endgenerate
  assign hasany=|sel;
  assign dout={hi,lo};
endmodule
module fpuadd64(
  input clk,
  input rst,
  input [63:0] A,
  input [63:0] B,
  input rnd,
  input pookm,
  input pookg,
  output [63:0] res
  );
  localparam [9:0] bias=10'h200;
  wire [9:0] ABExp;
  wire cABExp;
  wire [9:0] BAExp;
  wire cAB0;
  wire age;
  wire ABeq;
  wire [53:0] S;
  wire sxor;
  reg sxor_reg,sxor_reg2;
  wire [55:0] shAB;
  wire [55:0] shBA;
  wire [55:0] shar;
  wire [55:0] shn;
  wire [55:0] shn2;
  wire [55:0] res_sh;
  wire [55:0] res_sh2;
  wire [55:0] res_dn;
  wire [55:0] bz;
  wire [55:0] ba;
  wire ABOne;
  wire [9:0] aegis;
  wire [5:0] pfs;
  wire [9:0] zux;
  wire [63:0] buth;
  reg [63:0] buth_reg;
  reg [63:0] buth_reg2;
  reg [5:0] pfs_reg;
  reg [55:0] shar_reg;
  reg [55:0] shn_reg;
  reg [55:0] shn2_reg;
  reg [9:0] aegis_reg;
  reg [9:0] aegis_reg2;
  reg ABOne_reg,ABeq_reg,ABOne_reg2,ABeq_reg2;
  reg [53:0] S_reg;
  reg [55:0] res_sh_reg;
  reg [55:0] res_sh2_reg;
  reg [53:0] res_dn_reg;
  reg [53:0] AB0;
  reg [63:0] A_reg;
  reg [63:0] A_reg2;
  reg [63:0] B_reg;
  reg [63:0] B_reg2;
  reg [9:0] zux_reg;
  reg [127:0][63:0] dsqtbl;
  wire s_has;
  assign buth={A[63],bias[9:0] - (A[62:53]>>rnd),dsqtbl[{rnd,A[47+rnd+:6]}][52:0]};
  assign res=pookg ? buth_reg2 : 64'bz;
  always @(posedge clk) begin
    shar_reg<=shar;
    shn_reg<=shn;
    shn2_reg<=shn2;
    aegis_reg<=aegis;
    aegis_reg2<=aegis_reg;
    ABOne_reg<=ABOne;
    ABeq_reg<=ABeq;
    ABOne_reg2<=ABOne_reg;
    ABeq_reg2<=ABeq_reg;
    S_reg<=S;
    pfs_reg<=pfs;
    sxor_reg<=sxor;
    sxor_reg2<=sxor_reg;
    res_sh_reg<=res_sh;
    res_sh2_reg<=res_sh2;
    res_dn_reg<=res_dn;
    zux_reg<=zux;
    buth_reg<=buth;
    buth_reg2<=buth_reg;
	 A_reg<=A;
	 B_reg<=B;
	 A_reg2<=A_reg;
	 B_reg2<=B_reg;
  end
  assign {cAB0,AB0}={1'b1,A[52:0]}-{~pookm,B[52:0]};
 assign {cABExp,ABExp}=A[62:53]-B[62:53];
 assign BAExp=B[62:53]-A[62:53];
 assign age=cABExp && !ABeq | cAB0;
 assign ABeq=A[62:53]==B[62:53];
 assign aegis=cABExp ? B[62:53] : A[62:53];
 assign shAB=({~pookm,B[52:0],2'b0}^{56{sxor}})>>ABExp;
 assign shBA=({1'b1,A[52:0],2'b0}^{56{sxor}})>>BAExp;
 assign sxor=A[63]^B[63];
	bit_find_index nrm({8'b0,res_sh},pfs,s_has);
assign shar=age ? shAB&bz : shBA&ba;
assign shn=age ? {1'b1,A[52:0],rnd,1'b0} &ba: {~pookm,B[52:0],rnd,1'b0}&bz;
assign shn2=age ? {1'b1,A[52:0],1'b0,rnd} : {~pookm,B[52:0],1'b0,rnd};
assign res_sh=shn_reg + shar_reg[55:0];
assign res_sh2=shn2_reg + shar_reg;
assign res_dn=res_sh << pfs;
assign zux=aegis_reg<{4'b0,pfs} ? 57'b0 : {57{1'b1}};
  assign res[52:0]=~pookg ? res_dn[52:0] : 53'bz;
  assign res[62:53]=~pookg ? (aegis>pfs ?aegis-pfs:0) : 10'bz;
  assign res[63]=~pookg ? (age ? A_reg2[63] : B_reg2[63]) : 1'bz;
assign bz=B[62:53]==10'd0 ? 0 : {10{1'b1}};
assign ba=A[62:53]==10'd0 ? 0 : {10{1'b1}};
endmodule
==> ./run.sh <==
#!/bin/bash
# OpenROAD 26Q1-2900-gdf79404cd8, Yosys 0.63+post, stock flow scripts
make -C /OpenROAD-flow-scripts/flow DESIGN_CONFIG=/design/flow/config.mk WORK_HOME=/design/flow/orfs finish
==> ./config.mk <==
export PLATFORM = sky130hd
export DESIGN_NAME = fpuadd64
export DESIGN_NICKNAME = fpuadd64
export VERILOG_FILES = /design/flow/design.v
export SDC_FILE = /design/flow/constraint.sdc
export NUM_CORES = 4
export LEC_CHECK = 1
export CORE_AREA = 10 10 84 84
export DIE_AREA = 0 0 94 94
==> ./constraint.sdc <==
current_design fpuadd64

set clk_period 4.1
set clk_io_pct 0.2

create_clock -name clk0 -period $clk_period [get_ports {clk}]

set non_clock_inputs [all_inputs -no_clocks]
set_input_delay [expr $clk_period * $clk_io_pct] -clock clk0 $non_clock_inputs
set_output_delay [expr $clk_period * $clk_io_pct] -clock clk0 [all_outputs]
==> run notes <==
Notes on the physical implementation.

- The flow did not finish.
- The flow halted during synthesis (1_2_yosys).
- The first error in the log reads "ERROR: Found 1 problems in 'check -assert'".
- The total cells reported by yosys after synthesis is 291, for reference.
- The main area contributors are sky130_fd_sc_hd__ha_1, sky130_fd_sc_hd__buf_4, sky130_fd_sc_hd__inv_1.
- Yosys mapped the design onto 33 distinct sky130hd cell types.
- The share of synthesized area in the top cell type comes to about 36%.
- The synthesized design contains 4 register bits.
- The share of synthesized registers carrying an async set or reset is 0%, for reference.
- The post-synth tally of flip-flops with integrated enable is 0, for reference.
- The chip area from the yosys synthesis statistics is 0.00214 sq mm, for reference.
- The library cell with the largest summed area after synthesis is sky130_fd_sc_hd__ha_1, for reference.
- The predominant post-synthesis flop cell is sky130_fd_sc_hd__dfxtp_1, for reference.
- The synthesis log from Yosys contains 13 warnings.
- Sequential cells were found to cover under 10% of the synthesized design area.
-- Yosys cell counts, types with 2 or more instances --
cell	number
sky130_fd_sc_hd__inv_1	64
sky130_fd_sc_hd__buf_4	63
sky130_fd_sc_hd__ha_1	62
sky130_fd_sc_hd__a21oi_1	25
sky130_fd_sc_hd__nand2_1	16
sky130_fd_sc_hd__o21ai_0	8
sky130_fd_sc_hd__a21o_1	6
sky130_fd_sc_hd__nor2_1	6
sky130_fd_sc_hd__nand3_1	5
sky130_fd_sc_hd__nand4_1	5
sky130_fd_sc_hd__dfxtp_1	4
sky130_fd_sc_hd__o211ai_1	3
sky130_fd_sc_hd__a221oi_1	2
sky130_fd_sc_hd__and4_1	2
sky130_fd_sc_hd__nor2b_1	2
-- logic make-up after synthesis --
| group | Yosys count | share of synthesized area, % |
|---|---|---|
| AOI/OAI and AO/OA | 52 | 14.9 |
| adders and majority gates | 62 | 36.3 |
| buffers and inverters | 127 | 33.4 |
| DFF | 4 | 3.75 |
| muxes | 1 | 0.527 |
| other | 1 | 0.176 |
| and+or+nand+nor | 44 | 10.9 |
