==> flow/design.v <==
module bit_find_indexR #(ALLOC=0) (
  input [63:0] sel,
  output [5:0] dout,
  output hasany
  );
  wire [7:0] tmp1;
  wire [2:0] lo;
  wire [2:0] hi;
  wire [7:0][2:0] lo0; 
  generate
    genvar a,b;
    if (ALLOC) begin : ALLOC_IN
        for(a=0;a<8;a=a+1) begin
                wire [7:0] tmp2;
                wire [7:0] dummy2;
                assign tmp1[a]=|sel[8*a+:8];
                assign {tmp2,dummy2}=255<<a;
            for(b=0;b<8;b=b+1) begin
                assign lo0[b]=tmp2==sel[8*b+:8] ? 3'b111-a[2:0] : 3'bz;
            end
            assign lo0[a]=sel[8*a+:8]==8'b0 ? 3'b0 : 3'bz;
            assign lo=hi==a ? lo0[a] : 3'bz;
            assign hi=tmp2==tmp1 ? 3'b111-a[2:0] : 3'bz;
        end
    end else begin : SHEDULE_IN
        for(a=0;a<8;a=a+1) begin
                wire [7:0] tmp2;
                wire [7:0] tmp3;
                wire [7:0] dummy2;
                wire [7:0] dummy3;
                assign tmp1[a]=|sel[8*a+:8];
                assign {tmp2,dummy2}=255<<a;
                assign {dummy3,tmp3}=255*256>>a;
            for(b=0;b<8;b=b+1) begin
                assign lo0[b]=tmp2==sel[8*b+:8] ? 3'b111-a[2:0] : 3'bz;
            end
            assign lo0[a]=sel[8*a+:8]==8'b0 ? 3'b0 : 3'bz;
            assign lo=hi==a ? lo0[a] : 3'bz;
            assign hi=tmp3==tmp1 ? 3'b111-a[2:0] : 3'bz;
        end
    end
  endgenerate
  assign hasany=|sel;
  assign dout={hi,lo};
endmodule
==> flow/run.sh <==
#!/bin/bash
# OpenROAD 26Q1-2900-gdf79404cd8, Yosys 0.63+post, stock flow scripts
make -C /OpenROAD-flow-scripts/flow DESIGN_CONFIG=/design/flow/config.mk WORK_HOME=/design/flow/orfs finish
==> flow/config.mk <==
export PLATFORM = sky130hd
export DESIGN_NAME = bit_find_indexR
export DESIGN_NICKNAME = bit_find_indexR
export VERILOG_FILES = /design/flow/design.v
export SDC_FILE = /design/flow/constraint.sdc
export NUM_CORES = 4
export LEC_CHECK = 1
export CORE_AREA = 10 10 70 70
export DIE_AREA = 0 0 80 80
==> flow/constraint.sdc <==
current_design bit_find_indexR

set clk_period 1.0
set clk_io_pct 0.2

create_clock -name clk0 -period $clk_period

set non_clock_inputs [all_inputs -no_clocks]
set_input_delay [expr $clk_period * $clk_io_pct] -clock clk0 $non_clock_inputs
set_output_delay [expr $clk_period * $clk_io_pct] -clock clk0 [all_outputs]
==> deck_impl_summary.md <==
Run Summary

Pwr
  – Maximum vdd drop: 0.0597 mV
  – Power per cell area: 265 nW/um^2
  – Leak Pwr: around 0.32 nW

Run
  – Total tool warning count: 35
  – Max_cap viols: 0

Route
  – TritonRoute pass-1 iters: 1
  – DR WL/cell: between 10 and 15 um
  – Final antenna diode count: 0
  – Routed vias: 484
  – DR vias/cell: between 3 and 4
  – DRC: 0
  – DRT iter0 DRCs: 0
  – WL final: 1890 um
  – Antenna-violating nets left: 0

Critical path
  – Setup Crit Path Kind: input pin to primary output
  – Crit path depth: 5
  – Worst path cell trace: buf_6, nor4_4, nand4_1, or4_1, buf_2
  – Crit path launch: sel[15]
  – Crit path DRT: roughly 800 ps
  – Startpoint Class: input pin
  – WP buf/inv: 2
  – CP max FO: 1
  – Nature of the critical path endpoint: primary output
  – Worst Setup EP: hasany
  – Largest delay share family, worst path: simple AND/OR/NAND/NOR gates
  – Slowest Stage Delay on Critical Path: 510 ps
  – Critical path data arrival time: 1340 ps
  – Worst path slowest cell: or4_1

Finish
  – Flops: 0
  – Finished Cell Area: 781 sq um
  – Share of cells above drive strength 1: 64.1%
  – Clock buffer count: 0
  – Area growth, synth to finish: 308%
  – Flop area: 0 sq um
  – # fillers: ~390

Min path
  – Hold Path Depth: 5
  – Hold WC Path Type: input pin to primary output

Final timing
  – Final setup fails: 1
  – Final slew viol count: 0
  – Final setup margin: -544 ps
  – Min Tclk post-route: 1540 ps
  – FMAX: 648 MHz
  – Crit share post-route: 154%
  – RSZ-0062 raised after global routing: true
  – Final hold vios: 0

Synthesis
  – Syn Inst Count: 29
  – Sequential share of the synthesized area: 0%
  – Distinct lib cells: 6
  – Yosys warning tally: 38
  – Synth Cell Area: 191 sq um
  – Chip area in the Yosys report: 191 sq um
  – Syn_area_per_cell: 6.60 sq um
  – Yosys cell count: 29

Place
  – Pre-CTS WS: -1220 ps
  – Dpl cell area: 897 sq um
  – # port buffers: about 65
  – Routability cong.: 0.853

Global routing
  – First-pass GRT wire length: between 2000 and 3000 um
  – Initial antenna violation count: 0
  – Largest net degree at the start of global routing: 2
  – GRT Total Usage: 5.20%
  – Number of global-route vias before repair: 620
  – Global route overflow: 0

Run status
  – Outcome: complete, but fails checks
  – Failing checks: negative setup slack

Floorplanning
  – FP Util: 5.60%
  – Die footprint: roughly 6400 sq um
  – Area of the core: 3420 sq um
  – Die Ht: 80 um
  – Die width: 80 um
  – Ports: 71
  – Row count: 21

CTS
  – Postcts setup bufs: 0
==> repair_timing <==
action,in CTS,in global routing
setup endpoints to repair,1,1
pin swaps,21,1
gates resized,201,3
hold buffers,0,0
cloned,0,0
==> cell type report <==
cell class                      instances  area, sq um  area share, %
Multi-Input combinational cell         27          260           33.3
Timing Repair Buffer                   65          463           59.3
Tap cell                               46         57.6           7.37
==> per-layer routing <==
layer	share of wire (%)	up-vias	global-route usage [%]	routed length, um
met5	0	-	0	0
met4	0	0	0	0
met3	12	0	2.27	219
met2	49	36	9.55	925
met1	39	207	5.67	740
li1	-	241	-	-
==> where the power goes <==
part | switching, W | internal [W]
Clock | 0 | 0
Combinational | 0.0000681 | 0.000139
Sequential | 0 | 0
Total | 0.0000681 | 0.000139
==> synth_stat cells <==
cell / n / area, sq um
or4_1: 1 / 7.51
conb_1: 2 / 7.51
nor4_2: 1 / 12.5
nor4_1: 15 / 93.8
nand4_1: 4 / 25.0
buf_4: 6 / 45.0
==> worst min-delay path by stage <==
stage                 slack, ps  endpoint  startpoint
final                       760    hasany     sel[28]
after global routing        790    hasany     sel[28]
after CTS                   770    hasany     sel[28]
==> through the flow <==
step / util (%) / TNS, ps / hold slack (ps) / std cells / power [W]
5_1_grt: 22.9 / -627 / 787 / 138 / 0.000226
3_3_place_gp: 26.3 / -1230 / 1530 / 138 / 0.000274
2_1_floorplan: - / -206 / 532 / 33 / 0.0000315
4_1_cts: 22.3 / -539 / 774 / 138 / 0.000203
6_report: 22.9 / -544 / 764 / 138 / 0.000207
3_5_place_dp: 26.3 / -1220 / 1530 / 138 / 0.000277
==> kinds of logic after synthesis <==
logic type | Yosys count | share of synthesized area, %
AND/OR/NAND/NOR | 21 | 72.5
other | 2 | 3.92
buffers and inverters | 6 | 23.5
==> cells in the final DEF, fill, tap and decap left out <==
| cell type | count |
|---|---|
| buf_2 | 38 |
| clkdlybuf4s15_1 | 15 |
| buf_6 | 6 |
| clkdlybuf4s15_2 | 1 |
| nand4_1 | 4 |
| dlygate4sd2_1 | 5 |
| nor4_1 | 2 |
| conb_1 | 6 |
| or4_1 | 1 |
| nor4_2 | 12 |
| nor4_4 | 2 |
Power and IR drop assume default switching activity.
